==> design/flow/run.sh <==
#!/bin/bash
# OpenROAD 26Q1-2900-gdf79404cd8, Yosys 0.63+post, stock flow scripts
make -C /OpenROAD-flow-scripts/flow DESIGN_CONFIG=/design/flow/config.mk WORK_HOME=/design/flow/orfs finish
==> design/flow/design.v <==
module spi(sclk, mosi, miso, ss, wordin, wordout, load, br);
parameter B = 8;
input sclk, mosi, ss, load;
input [B-1:0] wordin;
output miso, br;
output [B-1:0] wordout;
reg [B-1:0] buffer;
reg [$clog2(B)-1:0] counter;
assign br      = !ss ? !counter : 'bz;
assign wordout = !ss ? buffer : 'bz;
assign miso    = !ss ? buffer[0] : 'bz;
always @(posedge sclk, posedge ss) begin
    if (ss) begin
        counter <= 'b0;
    end
    else begin
        if (load && !counter)
            buffer <= wordin;
        else
            buffer <= {mosi, buffer[B-1:1]};
        counter <= counter + 1;
    end
end
endmodule
==> design/flow/constraint.sdc <==
current_design spi

set clk_period 2.5
set clk_io_pct 0.2

create_clock -name clk0 -period $clk_period [get_ports {sclk}]

set non_clock_inputs [all_inputs -no_clocks]
set_input_delay [expr $clk_period * $clk_io_pct] -clock clk0 $non_clock_inputs
set_output_delay [expr $clk_period * $clk_io_pct] -clock clk0 [all_outputs]
==> design/flow/config.mk <==
export PLATFORM = sky130hd
export DESIGN_NAME = spi
export DESIGN_NICKNAME = spi
export VERILOG_FILES = /design/flow/design.v
export SDC_FILE = /design/flow/constraint.sdc
export NUM_CORES = 4
export LEC_CHECK = 1
export CORE_AREA = 10 10 71 71
export DIE_AREA = 0 0 81 81
==> notes.md <==
run metrics: Post-synth EDFFs 8, Antenna Nets Post-Route 0, Detail Placement HPWL 861 µm, # IOs 22, Synth Cell Area 487 µm², Residual DRC 0, Max rail drop VDD 0.0919 mV, post-CTS setup buffers 0, Sw Share 18.1%, top cell type by total area after synthesis edfxtp_1, cycle use final 80.4%, Antenna diodes 0, Critical Path AT 1.51 ns, power share of the sequential group 48.3%, clock root cell clkbuf_8, Layout area overhead 63.2%, setup TNS 0 ns, critical path peak fanout 2, final hold violation count 0, Initial DRT Pass Iterations 1, Routed WL 1050 µm, DR vias/cell 3.11, CTS tree yes, status finished clean, ratio of cells with drive above 1 in the final layout 25.0%, Inst Count DP 96, largest net degree at the start of global routing 12, pwr dens 545 nW/µm², WP data required 2.00 ns, Area leader share 49.4%, Yosys chip area 487 µm², Comb power frac 11.1%, Crit. End Element output pin, Avg WL per Cell 10.5 µm, unrepaired setup endpoints after global routing no, Reg clk slew, reported paths 0.05 ns, fp util 13.4%, crit path launch type flip-flop, Seq share, synth 64.8%, Buffers on Ports 21, Finish-stage setup viols 0, Log Warnings 26, die y size 81 µm, Yosys warning count 4, max-cap check violation count 0, Max H-tree Level 1, yosys cell count 28, clock skew 0.00398 ns, switching power 78.1 µW, CTS Sinks 11, GRT Overall Usage 3.11%, Synth Instances 28, share of flip-flops with an asynchronous set or reset 27.3%, Final min period 2.01 ns, clock power share 40.5%, number of DRC markers in iteration 0 0, worst skew pair latency 0.23 ns, gr ovfl total 0, TritonCTS Buffers 3, first-pass GRT wire length 1580 µm, # resized after CTS 0, initial antenna violation count 0, kind of critical path reg -> out, Leak 0.301 nW, Core Area 3630 µm², Internal 355 µW, row cnt 22, post-synth cell types 9, Cell area leaders edfxtp_1, mux2_2, dfrtp_1, FMAX 0.497 GHz, Final Wtd Congestion 0.722, Vias 311, CTS Buffer Depth 2, chip area 6560 µm², slew of the pin with the lowest slew margin 0.440 ns, die x size 81 µm, Flops after synth 11, Max-slew headroom 70.7%, Synth Flop Type edfxtp_1, vias in the first global route 327, Hold WC Path Type reg -> reg, fin. max-slew vios 0, Mean Syn Cell Area 17.4 µm², Cell Count, Final, Fillers Out 100, CTS Hold Bufs 0, top cells by count, synth edfxtp_1, mux2_2, dfrtp_1, inv_1, ha_1
[state kept, by name (all words and copies together), names as in the netlist]
| signal | flops |
|---|---|
| buffer | 8 |
| counter | 3 |
[cell usage in the layout (no fill, tap or decap), drive strengths merged]
master,netlist,layout
and2b,1,1
clkbuf,0,4
clkdlybuf4s50,0,21
dfrtp,3,3
edfxtp,8,8
ha,2,2
inv,3,3
mux2,8,8
nand3b,1,1
xor2,1,1
[power groups by stage]
stage     logic [mW]  registers, mW  clock network [mW]
6_report      0.0482          0.209               0.175
5_1_grt       0.0530          0.210               0.197
4_1_cts       0.0502          0.209               0.183
[layer usage]
layer	routed length, µm	track usage (%)
met3	172	2.12
met2	473	5.10
met5	0	0
met4	23	0.692
met1	377	3.24
[path summary, 6_finish.rpt]
| kind | from | end | slack [ns] | depth (start not counted) |
|---|---|---|---|---|
| setup / recovery | counter[0] | br | 0.49 | 4 |
| hold / removal | counter[0] | counter[0] | 0.45 | 1 |
| setup reg to reg | counter[0] | buffer[1] | 1.10 | 4 |
| hold reg to reg | counter[0] | counter[0] | 0.45 | 1 |
| max in group asynchronous | ss | counter[1] | 1.63 | 2 |
| min in group asynchronous | ss | counter[0] | 0.57 | 2 |
[worst max-delay path: stages, from the launching register on]
cell,delay (ns)
dfrtp_1,0.38
inv_1,0.08
ha_1,0.22
and2b_2,0.15
clkdlybuf4s50_1,0.46
[kinds of logic after synthesis]
logic type	Yosys count	share of synthesized area, %
xor+xnor	1	1.80
fa+ha+maj	2	5.14
buf+inv	4	3.86
flops	11	64.8
mux	8	18.5
simple gates	2	5.91
[area by class of cell]
type / count / area (µm²)
fill: 404 / 2840
sequential: 11 / 315
timing repair buffer: 21 / 210
multi-input combinational: 13 / 153
tap: 48 / 60.1
clock buffer: 4 / 45.0
inverter: 3 / 11.3
[through the flow]
| stage | total power, mW | hold WS (ns) | utilization, % | instance area (µm²) | setup WS, ns |
|---|---|---|---|---|---|
| final | 0.433 | 0.450 | 21.9 | 795 | 0.489 |
| after global routing | 0.460 | 0.488 | 21.9 | 795 | 0.405 |
| after CTS | 0.442 | 0.457 | 21.9 | 795 | 0.463 |
| after detailed placement | 0.263 | 0.451 | 20.6 | 749 | 0.722 |
| after global placement | 0.262 | 0.430 | 20.6 | 749 | 0.756 |
| after floorplan | 0.227 | 0.346 | - | 487 | 1.19 |
Power and IR drop assume default switching activity.
