File: flow/constraint.sdc
current_design phase_accumulator

set clk_period 15.8
set clk_io_pct 0.2

create_clock -name clk0 -period $clk_period [get_ports {clk}]

set non_clock_inputs [all_inputs -no_clocks]
set_input_delay [expr $clk_period * $clk_io_pct] -clock clk0 $non_clock_inputs
set_output_delay [expr $clk_period * $clk_io_pct] -clock clk0 [all_outputs]
File: flow/run.sh
#!/bin/bash
# OpenROAD 26Q1-2900-gdf79404cd8, Yosys 0.63+post, stock flow scripts
make -C /OpenROAD-flow-scripts/flow DESIGN_CONFIG=/design/flow/config.mk WORK_HOME=/design/flow/orfs finish
File: flow/design.v
module phase_accumulator(clk, reset, mode, fph, word, phase);
    parameter M = 48;
    parameter N = 14;
    input clk, reset, fph;
    input [1:0] mode;
    inout [M-1:0] word;
    output [N-1:0] phase;
    reg [M-1:0] freq, acc;
    assign phase = acc[M-1:M-N];
    assign word  = mode == 2'b10 ? (fph ? freq : acc) : 'bz;
    always @ (posedge clk, posedge reset)
    begin
        if (reset) begin
            freq  <= 'b0;
            acc   <= 'b0;
        end
        else begin
            if (!mode)
                acc <= acc + freq;
            else if (mode == 2'b11) begin
                if (fph)
                    freq <= word;
                else
                    acc  <= word;
            end
        end
    end
endmodule
File: flow/config.mk
export PLATFORM = sky130hd
export DESIGN_NAME = phase_accumulator
export DESIGN_NICKNAME = phase_accumulator
export VERILOG_FILES = /design/flow/design.v
export SDC_FILE = /design/flow/constraint.sdc
export NUM_CORES = 4
export LEC_CHECK = 1
export CORE_UTILIZATION = 30
==> results.tsv <==
stage	metric	value	unit
status	run_status	finished, final reports clean	
place	preCtsSetupSlack	8.43	ns
logic_synthesis	synth.distinct_cells	67	
cells_and_area	fraction_of_final_layout_cells_sized_beyond_drive_strength_1	14.7	%
pwr	seq_power_share	44.7	%
timing	hold_viol	0	
logic_synthesis	synth-seq-cells	96	
timing	final-setup-viol-count	0	
pwr	fraction_of_power_spent_switching_nets	31.6	%
setup_path	largest_driver_fanout_on_the_critical_path	49	
pwr	power.density	99.6	nW/µm²
clocking	clock_path_buffers	2	
global_routing	global_route.usage.total	13.4	%
setup_path	worst-setup-path-type	in -> out	
logic_synthesis	synth_simple_gate_area_share	13.0	%
logic_synthesis	synth-cells-yosys	707	
die	die.size.y	150	µm
clocking	htreeDepth	3	
logic_synthesis	postSynthSeqShare	36.8	%
logic_synthesis	synth.area.mux_share	8.59	%
job	drv.max_cap_violation_count	0	
pwr	internal-power	0.476	mW
route	drt_wirelength	14100	µm
logic_synthesis	summed_standard_cell_area_reported_by_yosys	6530	µm²
min_path	worst_min_delay_path_class	reg -> reg	
logic_synthesis	yosys-dominant-comb-family	AND-OR/OR-AND gates	
clocking	clock_tree_root	sky130_fd_sc_hd__clkbuf_16	
route	via_per_inst	5.02	
timing	postLayoutSetupSlackWorst	8.46	ns
timing	finalCritPeriodShare	46.5	%
logic_synthesis	postSynth.topFlopCell	sky130_fd_sc_hd__dfrtp_1	
route	vias	4694	
pwr	leakage	3.36	nW
pwr	share_comb_of_total_power	25.3	%
timing	fin_crit	7.34	ns
place	finalWeightedCongestion	0.860	
logic_synthesis	synthCells	707	
logic_synthesis	ys_sh_adder	9.51	%
timing	worst_clock_skew	0.00769	ns
global_routing	wire_length_of_the_first_global_routing_pass	23600	µm
route	detail_route.first_pass.iterations	5	
route	final_routed_wire_length_divided_by_cell_count	15.1	µm
die	floorplan.core_util	30.9	%
logic_synthesis	yosys.area_share.aoi	20.8	%
min_path	hp-start	freq[42]	
timing	tns_setup	0	ns
route	count_of_routing_violations_after_the_opening_detailed_route_iteration	242	
logic_synthesis	enable_flop_cells	0	
clocking	clock_tree_from_tritoncts	yes	
global_routing	grt_antenna_before_repair	0	
clocking	clock-sinks	96	
die	placeable_core_region	21200	µm²
logic_synthesis	synth.cellmix.xorXnorShare	4.43	%
clocking	cts.repair.resized	0	
setup_path	setup.worst_path.end_class	output pin	
setup_path	worst_ep_arrival_time	4.18	ns
clocking	cts_made_buffers	9	
route	ant_nets	0	
global_routing	global_route.overflow_total	0	
global_routing	grt_max_degree	57	
place	post-place-cells	920	
clocking	worst_setup_hold_path_clk_slew	0.07	ns
cells_and_area	area_growth	6.96	%
setup_path	crit_path_start_kind	primary input	
pwr	power.clock.fraction	30.0	%
setup_path	setup.worst_path.start	fph	
route	remaining_drcs	0	
place	placement.io_buffers	18	
pwr	power.switching	0.219	mW
clocking	cts_setup_buffers	0	
timing	rsz0062_at_grt	false	
job	warnings	25	
die	design.portCount	67	
logic_synthesis	synth_warnings	2	
route	n_antenna_cell	0	
timing	fmax	136	MHz
pwr	vdd_drop_max	48.7	µV
die	row_count	53	
place	dpl.hpwl	10600	µm
logic_synthesis	synth.avg_cell_area	9.23	µm²
die	die_width	150	µm
clocking	clock_latency	0.35	ns
cells_and_area	layoutNonFillerInstCount	935	
setup_path	timing.critical_path.required	12.64	ns
setup_path	worst_r2r_startpoint	acc[0]	
logic_synthesis	synth_async_sr_flop_share	100	%
timing	timing_worst_slew_pin_value	0.717	ns
logic_synthesis	netlist_area	6530	µm²
clocking	cts-hold-fix-buffers	0	
global_routing	first_global_vias	4477	
die	die-area	22400	µm²
timing	slew_headroom	52.2	%
timing	final_max_slew_viol_count	0	
## power groups by stage
stage / sequential (mW) / clock, mW / combinational (mW)
CTS: 0.312 / 0.218 / 0.178
global route: 0.317 / 0.226 / 0.202
finish: 0.311 / 0.209 / 0.176
## flip-flops by register name, summed over array words and instances (netlist names)
name / count
freq: 48
acc: 48
## critical path: stages
cell and delay (ns):
sky130_fd_sc_hd__buf_2 0.07, sky130_fd_sc_hd__buf_4 0.51, sky130_fd_sc_hd__mux2_2 0.40
## worst paths after layout
path | to | slack, ns | cells after the start
max in group asynchronous | freq[27] | 11.50 | 3
worst min-delay path | freq[42] | 0.41 | 0
worst max register to register | acc[42] | 12.63 | 12
worst max-delay path | word[8] | 8.46 | 3
worst min register to register | freq[42] | 0.41 | 0
min in group asynchronous | freq[9] | 3.21 | 2
## routing by layer
layer | up-vias | routed length [µm] | global-route usage (%)
met4 | 0 | 181 | 1.79
li1 | 2402 | - | -
met2 | 69 | 6120 | 19.7
met5 | - | 0 | 0
met1 | 2214 | 7350 | 21.7
met3 | 9 | 483 | 1.96
## logic make-up (layout without fill, tap and decap cells)
kind of cell | Yosys count | count (layout)
compound gates | 199 | 199
xor+xnor | 33 | 33
mux | 50 | 50
fa+ha+maj | 49 | 49
buf+inv | 103 | 56
flops | 96 | 96
simple gates | 177 | 177
## stage by stage
stage | hold slack, ns | power [mW] | util, % | instance area (µm²)
after floorplan | 0.449 | 0.448 | - | 6530
after global placement | 0.396 | 0.491 | 31.7 | 6710
after detailed placement | 0.394 | 0.493 | 31.7 | 6710
after CTS | 0.410 | 0.708 | 33.0 | 6980
after global routing | 0.422 | 0.745 | 33.0 | 6980
final | 0.407 | 0.695 | 33.0 | 6980
## synthesized netlist by cell type, types with 3 or more instances
master                      number  share of area (%)
sky130_fd_sc_hd__a211o_1         4               0.54
sky130_fd_sc_hd__a211oi_1        5               0.57
sky130_fd_sc_hd__a211oi_2        3               0.57
sky130_fd_sc_hd__a21o_1         33                3.8
sky130_fd_sc_hd__a21oi_1        42                3.2
sky130_fd_sc_hd__a21oi_2         6               0.80
sky130_fd_sc_hd__a31oi_1         8               0.77
sky130_fd_sc_hd__and2_1          7               0.67
sky130_fd_sc_hd__and3_1          5               0.48
sky130_fd_sc_hd__buf_1           5               0.29
sky130_fd_sc_hd__buf_2           5               0.38
sky130_fd_sc_hd__buf_4          14                1.6
sky130_fd_sc_hd__clkbuf_1       60                3.4
sky130_fd_sc_hd__dfrtp_1        96                 37
sky130_fd_sc_hd__ha_1           48                9.2
sky130_fd_sc_hd__inv_1          19                1.1
sky130_fd_sc_hd__mux2_2         48                8.3
sky130_fd_sc_hd__nand2_1        79                4.5
sky130_fd_sc_hd__nand2b_1        5               0.48
sky130_fd_sc_hd__nand3_1        12               0.92
sky130_fd_sc_hd__nand3_2         3               0.46
sky130_fd_sc_hd__nand4_1        10               0.96
sky130_fd_sc_hd__nand4b_1        3               0.40
sky130_fd_sc_hd__nor2_1         32                1.8
sky130_fd_sc_hd__nor2b_1         4               0.38
sky130_fd_sc_hd__nor3_1          3               0.23
sky130_fd_sc_hd__nor4_1          3               0.29
sky130_fd_sc_hd__o2111ai_1       3               0.40
sky130_fd_sc_hd__o211ai_1        7               0.80
sky130_fd_sc_hd__o21a_1          3               0.34
sky130_fd_sc_hd__o21ai_0        45                3.4
sky130_fd_sc_hd__o21ai_1         8               0.61
sky130_fd_sc_hd__o21bai_1        5               0.57
sky130_fd_sc_hd__o31ai_2         3               0.57
sky130_fd_sc_hd__xnor2_1        16                2.1
sky130_fd_sc_hd__xor2_1         17                2.3
## layout by cell type (no fill, tap or decap), drive strengths merged, types with 4 or more instances in the layout
master	netlist	routed
dfrtp	96	96
nand2	80	80
o21ai	53	53
mux2	48	48
ha	48	48
a21oi	48	48
a21o	34	34
nor2	32	32
inv	19	20
xor2	17	17
clkdlybuf4s50	0	17
xnor2	16	16
nand3	15	15
clkbuf	60	13
nand4	10	10
a31oi	10	10
and2	9	9
o211ai	8	8
a211oi	8	8
o21bai	5	5
and3	5	5
nand2b	5	5
buf	24	5
o31ai	5	5
nor2b	4	4
a211o	4	4
nor3	4	4
nor4	4	4
o2111ai	4	4
## final cells by class
| class | instances | area (µm²) |
|---|---|---|
| inverter | 19 | 73.8 |
| tap | 275 | 344 |
| multi-input combinational | 508 | 3680 |
| clock buffer | 13 | 260 |
| sequential | 96 | 2400 |
| clock inverter | 2 | 13.8 |
| timing repair buffer | 22 | 205 |
| fill | 2146 | 14200 |
No activity file was given, so power comes from the tool's default toggle rates.
